### design/flow/config.mk
export PLATFORM = sky130hd
export DESIGN_NAME = jtag
export DESIGN_NICKNAME = jtag
export VERILOG_FILES = /design/flow/design.v
export SDC_FILE = /design/flow/constraint.sdc
export NUM_CORES = 4
export LEC_CHECK = 1
export CORE_UTILIZATION = 40
### design/flow/constraint.sdc
current_design jtag

set clk_period 4.8
set clk_io_pct 0.2

create_clock -name clk0 -period $clk_period [get_ports {TCK}]

set non_clock_inputs [all_inputs -no_clocks]
set_input_delay [expr $clk_period * $clk_io_pct] -clock clk0 $non_clock_inputs
set_output_delay [expr $clk_period * $clk_io_pct] -clock clk0 [all_outputs]
### design/flow/design.v
module jtag (
	input TCK,  
	input TDI,
	output reg TDO,
	input TMS,
  	input HREADY,
  	input HRESP,
  	input [31:0] HRDATA,
  	output reg HWRITE,
  	output reg [1:0] HTRANS,
  	output reg [31:0] HWDATA,
  	output reg [31:0] HADDR
);
parameter REGISTER_SIZE = 32;
parameter IR_SIZE = 4;
parameter STATE_SIZE = 4;
parameter TEST_LOGIC_RESET = 4'h0,
  RUN_TEST_IDLE = 4'hf,
  SELECT_DR_SCAN = 4'he,
  CAPTURE_DR = 4'hd,
  SHIFT_DR = 4'hc,
  EXIT_1_DR = 4'hb,
  PAUSE_DR = 4'ha,
  EXIT_2_DR = 4'h9,
  UPDATE_DR = 4'h8,
  SELECT_IR_SCAN = 4'h7,
  CAPTURE_IR = 4'h6,
  SHIFT_IR = 4'h5,
  EXIT_1_IR = 4'h4,
  PAUSE_IR = 4'h3,
  EXIT_2_IR = 4'h2,
  UPDATE_IR = 4'h1;
  parameter BYPASS = 4'b0000;
  parameter IDCODE = 4'b1000;
  parameter ADDR =   4'b0100;
  parameter WDATA =  4'b1100;
  parameter RDATA =  4'b0010;
  reg [IR_SIZE-1:0] IR;
  reg [IR_SIZE-1:0] LATCH_IR;
  reg [STATE_SIZE-1:0] state;
always @ (posedge TCK)
begin : JTAG
 case(state)
	TEST_LOGIC_RESET : if (TMS == 1'b1) begin
	             state <= TEST_LOGIC_RESET;
	           end else if (TMS == 1'b0) begin
	             state <= RUN_TEST_IDLE;
	           end
	RUN_TEST_IDLE : if (TMS == 1'b1) begin
	            state <= SELECT_DR_SCAN;
	          end else if (TMS == 1'b0) begin
	            state <= RUN_TEST_IDLE;
	          end
	SELECT_DR_SCAN : if (TMS == 1'b1) begin
	            state <= SELECT_IR_SCAN;
	          end else if (TMS == 1'b0) begin
	            state <= CAPTURE_DR;
	          end
	CAPTURE_DR : if (TMS == 1'b1) begin
	            state <= EXIT_1_DR;
	          end else if (TMS == 1'b0) begin
	            state <= SHIFT_DR;
	          end
	SHIFT_DR : if (TMS == 1'b1) begin
	            state <= EXIT_1_DR;
	          end else if (TMS == 1'b0) begin
	            state <= SHIFT_DR;
	          end
	EXIT_1_DR : if (TMS == 1'b1) begin
	            state <= UPDATE_DR;
	          end else if (TMS == 1'b0) begin
	            state <= PAUSE_DR;
	          end
	PAUSE_DR : if (TMS == 1'b1) begin
	            state <= EXIT_2_DR;
	          end else if (TMS == 1'b0) begin
	            state <= PAUSE_DR;
	          end
	EXIT_2_DR : if (TMS == 1'b1) begin
	            state <= UPDATE_DR;
	          end else if (TMS == 1'b0) begin
	            state <= SHIFT_DR;
	          end
	UPDATE_DR : if (TMS == 1'b1) begin
	            state <= SELECT_DR_SCAN;
	          end else if (TMS == 1'b0) begin
	            state <= RUN_TEST_IDLE;
	          end
	SELECT_IR_SCAN : if (TMS == 1'b1) begin
	            state <= TEST_LOGIC_RESET;
	          end else if (TMS == 1'b0) begin
	            state <= CAPTURE_IR;
	          end
	CAPTURE_IR : if (TMS == 1'b1) begin
	            state <= EXIT_1_IR;
	          end else if (TMS == 1'b0) begin
	            state <= SHIFT_IR;
	          end
	SHIFT_IR : if (TMS == 1'b1) begin
	            state <= EXIT_1_IR;
	          end else if (TMS == 1'b0) begin
	            state <= SHIFT_IR;
	          end
	EXIT_1_IR : if (TMS == 1'b1) begin
	            state <= UPDATE_IR;
	          end else if (TMS == 1'b0) begin
	            state <= PAUSE_IR;
	          end
	PAUSE_IR : if (TMS == 1'b1) begin
	            state <= EXIT_2_IR;
	          end else if (TMS == 1'b0) begin
	            state <= PAUSE_IR;
	          end
	EXIT_2_IR : if (TMS == 1'b1) begin
	            state <= UPDATE_IR;
	          end else if (TMS == 1'b0) begin
	            state <= SHIFT_IR;
	          end
	UPDATE_IR : if (TMS == 1'b1) begin
	            state <= SELECT_DR_SCAN;
	          end else if (TMS == 1'b0) begin
	            state <= RUN_TEST_IDLE;
	          end
	default : state <= TEST_LOGIC_RESET;
  endcase
end
reg instruction_tdo;
always @ (posedge TCK)
begin
  if (state == TEST_LOGIC_RESET)
    IR[IR_SIZE-1:0] <= 0;  
  else if(state == CAPTURE_IR)
    IR <= 4'b0000;
  else if(state == SHIFT_IR)
    IR[IR_SIZE-1:0] <= {TDI, IR[IR_SIZE-1:1]};
end
assign instruction_tdo = IR[0];
always @ (negedge TCK)
begin
 if (state == TEST_LOGIC_RESET)
    LATCH_IR <= 4'b0000;
  else if(state == UPDATE_IR)
    LATCH_IR <= IR;
end
wire  bypassed_tdo;
reg   bypass_reg;
always @ (posedge TCK)
begin
  if (state == TEST_LOGIC_RESET)
    bypass_reg <= 1'b0;
  else if (LATCH_IR == BYPASS && state == CAPTURE_DR)
    bypass_reg<= 1'b0;
  else if(LATCH_IR == BYPASS && state == SHIFT_DR)
    bypass_reg<= TDI;
end
assign bypassed_tdo = bypass_reg;
  reg [REGISTER_SIZE-1:0] DR_IDCODE;
wire        idcode_tdo;
always @ (posedge TCK)
begin
  if (state == TEST_LOGIC_RESET)
    DR_IDCODE <= 32'hf0f0f0f0;
  else if(LATCH_IR == IDCODE && state == CAPTURE_DR)
    DR_IDCODE <= 32'hf0f0f0f0;
  else if(LATCH_IR == IDCODE && state == SHIFT_DR)
    DR_IDCODE <=  {TDI, DR_IDCODE[REGISTER_SIZE-1:1]};
end
assign idcode_tdo = DR_IDCODE[0];
reg [REGISTER_SIZE-1:0] DR_ADDR;
wire        addr_tdo;
always @ (posedge TCK)
begin
  if (state == TEST_LOGIC_RESET)
    DR_ADDR <= 32'b0;
  else if(LATCH_IR == ADDR && state == SHIFT_DR)
    DR_ADDR <=  {TDI, DR_ADDR[REGISTER_SIZE-1:1]};
end
assign addr_tdo = DR_ADDR[0];
reg [REGISTER_SIZE-1:0] DR_WDATA;
reg TOGGLE_WRITE;
wire        wdata_tdo;
always @ (posedge TCK)
begin
  if (state == TEST_LOGIC_RESET)
    begin
    	DR_WDATA <= 32'b0;
  		TOGGLE_WRITE <= 1'b0;
          HWRITE <= 1'b0;
      	HWDATA <= 32'b0;
    end
  else if(LATCH_IR == WDATA && state == CAPTURE_DR)
    DR_WDATA <= 32'b0;
  else if(LATCH_IR == WDATA && state == SHIFT_DR)
    DR_WDATA <=  {TDI, DR_WDATA[REGISTER_SIZE-1:1]};
  else if(LATCH_IR == WDATA && state == UPDATE_DR && HREADY == 1'b1)
    begin
    	HWRITE <= 1'b1;
    	TOGGLE_WRITE <= 1'b1;
    end
  else if (TOGGLE_WRITE == 1'b1 && LATCH_IR == WDATA)
    begin
    	TOGGLE_WRITE <= 1'b0;
  		HWDATA <= DR_WDATA;
      	HWRITE <= 1'b0;
    end
end
assign wdata_tdo = DR_WDATA[0];
reg [REGISTER_SIZE-1:0] DR_RDATA;
reg TOGGLE_READ;
wire        rdata_tdo;
always @ (posedge TCK)
begin
  if (state == TEST_LOGIC_RESET)
    begin
    	DR_RDATA <= 32'b0;
  		TOGGLE_READ <= 1'b0;
    end
  else if(LATCH_IR == RDATA && state == SHIFT_DR)
    DR_RDATA <=  {TDI, DR_RDATA[REGISTER_SIZE-1:1]};
  else if(LATCH_IR == RDATA && state == UPDATE_DR && HREADY == 1'b1)
    begin
    	TOGGLE_READ <= 1'b1;
    end
  else if (TOGGLE_READ == 1'b1 && LATCH_IR == RDATA)
    begin
    	TOGGLE_READ <= 1'b0;
  		DR_RDATA <= HRDATA;
    end
end
assign rdata_tdo = DR_RDATA[0];
always @ (posedge TCK)
begin
  if (state == TEST_LOGIC_RESET)
    begin
    	HADDR <= 32'b0;
    end
  else if(LATCH_IR == RDATA && state == UPDATE_DR && HREADY == 1'b1)
    begin
    	HADDR <= DR_ADDR;
    end
  else if(LATCH_IR == WDATA && state == UPDATE_DR && HREADY == 1'b1)
    begin
    	HADDR <= DR_ADDR;
    end
end
always @ (posedge TCK)
begin
  if (state == TEST_LOGIC_RESET)
    begin
    	HTRANS <= 2'b0;
    end
  else if(LATCH_IR == WDATA && state == UPDATE_DR && HREADY == 1'b1)
    begin
      	HTRANS <= 2'b10;
    end
  else if (TOGGLE_WRITE == 1'b1 && LATCH_IR == WDATA)
    begin
      	HTRANS <= 2'b00;
    end
  else if(LATCH_IR == RDATA && state == UPDATE_DR && HREADY == 1'b1)
    begin
      	HTRANS <= 2'b10;
    end
  else if (TOGGLE_READ == 1'b1 && LATCH_IR == RDATA)
    begin
        HTRANS <= 2'b00;
    end
end
always @ (negedge TCK)
  begin
  	if (state == TEST_LOGIC_RESET)
      begin
        TDO <= 1'b0;
      end
    else begin
      case(LATCH_IR)
        RDATA:			 TDO <= rdata_tdo;
        WDATA:			 TDO <= wdata_tdo;
        IDCODE:          TDO <= idcode_tdo;
        ADDR:			 TDO <= addr_tdo;
        default:         TDO <= bypassed_tdo;
      endcase
    end
  end
endmodule
### design/flow/run.sh
#!/bin/bash
# OpenROAD 26Q1-2900-gdf79404cd8, Yosys 0.63+post, stock flow scripts
make -C /OpenROAD-flow-scripts/flow DESIGN_CONFIG=/design/flow/config.mk WORK_HOME=/design/flow/orfs finish
==> results.py <==
# Metrics from the implementation run
metrics = {
    "status": {
        "status": "finished, final reports clean",
    },
    "clock_network": {
        "cts_setup_buffers": 0,
        "clock_sinks": 221,
        "numCtsBuffers": 24,
        "root_buffer": "clkbuf_16",
        "clk_pin_slew_ns": 0.06,
        "tritoncts": "built",
        "insertion_delay_ns": 0.56,
        "cts_resized": 0,
        "cts-hold-fix-buffers": 0,
        "ctsHtreeMaxLevel": 1,
        "cts_buffer_depth": 3,
    },
    "timing": {
        "finalHoldViolCount": 0,
        "fin_worst_skew_ns": 0.0714,
        "tns_ns": 0,
        "rsz0062_at_grt": "no",
        "setup_viol": 0,
        "whs_ns": 0.440,
        "max_slew_margin_pct": 49.9,
        "worst_pin_slew_ns": 0.752,
        "slew_violations": 0,
    },
    "worst_setup_path": {
        "startpoint": "TDO",
        "crit_family": "buffers and inverters",
        "path_buffers": 1,
        "crit_chain": "clkdlybuf4s50_1",
        "cpMaxStageDelayCell": "clkdlybuf4s50_1",
        "cp.arrival_ns": 3.76,
        "cp.required_ns": 3.84,
        "startpoint_type": "register",
        "path_max_fanout": 1,
        "r2r_start": "LATCH_IR[3]",
        "r2r_slack_ns": 0.36,
        "endpoint_kind": "primary output",
        "cpPeakStageDelay_ns": 0.50,
        "worst-setup-path-type": "reg2out",
    },
    "drt": {
        "via_per_inst": 4.80,
        "wl_met3_um": 915,
        "dr.pass1.iters": 4,
        "wl_met2_mm": 7.15,
        "wirelength_met1_mm": 8.33,
        "drc": 0,
        "ant_nets": 0,
        "drt-initial-drc-count": 254,
        "top_layer": "met4",
        "antenna_cells": 0,
        "finalWirelength_mm": 16.7,
        "vias": 6193,
        "wl_per_cell_um": 12.9,
    },
    "synth": {
        "ys_seq_share_pct": 55.2,
        "ys_warn_count": 2,
        "yosysCellCount": 930,
        "synthesis.area_mm2": 0.00801,
        "synthAdderAreaFrac_pct": 0,
        "ys_ff": 221,
        "ys_sh_xor_pct": 0,
        "synth.distinct_cells": 41,
        "synth.logic.top_family": "simple AND/OR/NAND/NOR gates",
        "ys_sh_simple_pct": 18.3,
        "ys_sh_aoi_pct": 15.6,
        "synthDominantCellAreaShare_pct": 55.2,
        "netlist_instances": 930,
        "synth_area_per_cell_um2": 8.61,
        "yosys-top-cells-area": "dfxtp_1, nand2_1, a21oi_1, mux2i_1, o221a_2",
        "yosys_area_mm2": 0.00801,
        "yosysTopAreaCell": "dfxtp_1",
        "mux_area_share_pct": 5.14,
    },
    "grt": {
        "grt_overflow": 0,
        "grt_usage_pct": 16.5,
        "grt_pass1_vias": 5589,
        "grt_antenna_before_repair": 0,
        "grt_pass1_wl_mm": 27.2,
        "grt_max_degree": 74,
    },
    "flow_run": {
        "drv_cap": 0,
        "warning_count": 31,
    },
    "final_layout": {
        "area_growth_pct": 24.8,
        "layout-drive-gt1-share_pct": 8.98,
        "fill_cells": 1832,
        "seq_area_mm2": 0.00443,
        "logic_area_mm2": 0.00314,
        "final_cell_area_mm2": 0.0100,
        "fin_util_pct": 51.2,
    },
    "floorplanning": {
        "die_area_mm2": 0.0206,
        "core_area_mm2": 0.0195,
        "initCoreUtil_pct": 41.0,
        "fp.dieH_um": 144,
        "die_w_um": 144,
        "io_pins": 105,
        "std_cell_rows": 51,
    },
    "power_and_ir_drop": {
        "power.density_mw_per_mm2": 466,
        "leakage_nw": 3.65,
        "ir_drop_uv": 231,
    },
    "place": {
        "hpwl_mm": 9.49,
        "gp_routability_congestion": 0.773,
        "place_area_mm2": 0.00919,
        "numPortBuffers": 102,
    },
    "min_path": {
        "hold_class": "reg2reg",
        "min-delay-start": "state[14]",
    },
}
[cells in the mapped netlist]
| library cell | count |
|---|---|
| o211ai_1 | 1 |
| and4bb_2 | 1 |
| a31o_2 | 2 |
| nand4b_1 | 1 |
| and3_1 | 1 |
| nor2_1 | 52 |
| conb_1 | 1 |
| o221a_2 | 31 |
| and4_1 | 1 |
| o21bai_1 | 1 |
| or3b_4 | 1 |
| nand3_1 | 18 |
| nand2_1 | 261 |
| clkbuf_1 | 48 |
| nand4_1 | 2 |
| a221oi_1 | 1 |
| nand3b_1 | 1 |
| nor2b_1 | 6 |
| dfxtp_1 | 221 |
| nor3b_1 | 1 |
| buf_2 | 17 |
| a21oi_1 | 151 |
| o21a_1 | 3 |
| a21o_1 | 1 |
| nor3_1 | 6 |
| o32ai_1 | 1 |
| o221a_1 | 1 |
| nand2b_1 | 1 |
| o2bb2a_1 | 1 |
| and2_1 | 7 |
| a31oi_1 | 1 |
| o21ai_0 | 2 |
| buf_4 | 1 |
| buf_6 | 3 |
| a211oi_4 | 1 |
| o311a_1 | 1 |
| buf_1 | 2 |
| mux2_2 | 1 |
| or4b_1 | 1 |
| inv_1 | 36 |
| mux2i_1 | 40 |
[cell type report]
type                    count  area share [%]
repair buffers            118            11.5
well taps                 265            3.32
clock inverters            13           0.989
multi-input cells         602            31.4
flip-flops and latches    221            44.3
clock buffers              35            7.15
inverters                  35            1.31
[power breakdown]
part	switching (mW)	internal, mW
combinational	0.212	0.321
clock	0.720	1.12
sequential	0.172	2.12
total	1.10	3.56
[cell usage in the layout (no fill, tap or decap), types with 2 or more instances in the layout]
cell and count:
nand2_1 261, dfxtp_1 220, a21oi_1 151, clkdlybuf4s50_1 102, nor2_1 51, inv_1 41, mux2i_1 40, o221a_2 31
clkbuf_16 26, nand3_1 18, buf_4 15, and2_1 7, nor3_1 6, clkbuf_1 6, nor2b_1 5, clkinv_2 4
o21a_1 3, clkbuf_8 3, a31o_2 2, nand4_1 2, o21ai_0 2
[kinds of logic (layout without fill, tap and decap cells)]
kind of cell / count (synthesis) / after routing
other: 1 / 1
flip-flops: 221 / 221
AND-OR/OR-AND: 199 / 199
multiplexers: 41 / 41
AND/OR/NAND/NOR: 361 / 361
buffers and inverters: 107 / 201
[layer usage]
| layer | up-vias | GRT usage [%] |
|---|---|---|
| met3 | 20 | 3.46 |
| met2 | 103 | 24.2 |
| met4 | 0 | 2.58 |
| met1 | 2833 | 26.3 |
| met5 | - | 0 |
| li1 | 3237 | - |
[final timing paths]
| check | to | cells past startpoint |
|---|---|---|
| max reg2reg | DR_RDATA[28] | 5 |
| max | TDO | 1 |
| min reg2reg | state[0] | 1 |
| min | state[0] | 1 |
[stage by stage]
stage | setup slack (ns) | cells | power [mW]
2_1_floorplan | 0.594 | 930 | 2.72
3_3_place_gp | 0.438 | 1242 | 2.86
3_5_place_dp | 0.441 | 1242 | 2.87
4_1_cts | 0.0420 | 1289 | 4.72
5_1_grt | 0.0429 | 1289 | 4.90
6_report | 0.0792 | 1289 | 4.66
Power is estimated from default activity; no workload was simulated.
